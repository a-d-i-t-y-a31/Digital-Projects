## flow/config.mk

```make
export PLATFORM = sky130hd
export DESIGN_NAME = FSM_advanced_controller
export DESIGN_NICKNAME = FSM_advanced_controller
export VERILOG_FILES = /design/flow/design.v
export SDC_FILE = /design/flow/constraint.sdc
export NUM_CORES = 4
export LEC_CHECK = 1
export CORE_AREA = 10 10 70 70
export DIE_AREA = 0 0 80 80
```

## flow/constraint.sdc

```tcl
current_design FSM_advanced_controller

set clk_period 1.6
set clk_io_pct 0.2

create_clock -name clk0 -period $clk_period [get_ports {clk}]

set non_clock_inputs [all_inputs -no_clocks]
set_input_delay [expr $clk_period * $clk_io_pct] -clock clk0 $non_clock_inputs
set_output_delay [expr $clk_period * $clk_io_pct] -clock clk0 [all_outputs]
```

## flow/design.v

```verilog
`timescale 1ns / 1ps
module FSM_advanced_controller (
    input wire clk,
    input wire reset,
    input wire high_ns,        
    input wire high_ew,        
    output reg [2:0] ns_light,  
    output reg [2:0] ew_light
);
parameter S0 = 2'b00;  
parameter S1 = 2'b01;  
parameter S2 = 2'b10;  
parameter S3 = 2'b11;  
parameter SHORT_GREEN = 5;
parameter LONG_GREEN  = 10;
parameter YELLOW_TIME = 2;
reg [1:0] current_state, next_state;
reg [3:0] timer;
reg [3:0] green_duration;
always @(posedge clk or posedge reset) begin
    if (reset)
        current_state <= S0;
    else
        current_state <= next_state;
end
always @(posedge clk or posedge reset) begin
    if (reset)
        timer <= 0;
    else begin
        case (current_state)
            S0: begin
                green_duration <= (high_ns ? LONG_GREEN : SHORT_GREEN);
                if (timer < green_duration)
                    timer <= timer + 1;
                else
                    timer <= 0;
            end
            S2: begin
                green_duration <= (high_ew ? LONG_GREEN : SHORT_GREEN);
                if (timer < green_duration)
                    timer <= timer + 1;
                else
                    timer <= 0;
            end
            S1, S3: begin
                if (timer < YELLOW_TIME)
                    timer <= timer + 1;
                else
                    timer <= 0;
            end
            default: timer <= 0;
        endcase
    end
end
always @(*) begin
    case (current_state)
        S0: if (timer >= green_duration) next_state = S1;
            else next_state = S0;
        S1: if (timer >= YELLOW_TIME) next_state = S2;
            else next_state = S1;
        S2: if (timer >= green_duration) next_state = S3;
            else next_state = S2;
        S3: if (timer >= YELLOW_TIME) next_state = S0;
            else next_state = S3;
        default: next_state = S0;
    endcase
end
always @(*) begin
    case (current_state)
        S0: begin
            ns_light = 3'b001;  
            ew_light = 3'b100;  
        end
        S1: begin
            ns_light = 3'b010;  
            ew_light = 3'b100;  
        end
        S2: begin
            ns_light = 3'b100;  
            ew_light = 3'b001;  
        end
        S3: begin
            ns_light = 3'b100;  
            ew_light = 3'b010;  
        end
        default: begin
            ns_light = 3'b100;  
            ew_light = 3'b100;
        end
    endcase
end
endmodule
```

## flow/run.sh

```bash
#!/bin/bash
# OpenROAD 26Q1-2900-gdf79404cd8, Yosys 0.63+post, stock flow scripts
make -C /OpenROAD-flow-scripts/flow DESIGN_CONFIG=/design/flow/config.mk WORK_HOME=/design/flow/orfs finish
```

==> flow_summary.html <==
<!-- implementation run metrics -->
<table>
<tr><th>Metric</th><th>Value</th></tr>
<tr><th colspan="2">Global route</th></tr>
<tr><td>Maximum number of pins on one net before global-route repair</td><td>9</td></tr>
<tr><td>Global routing met2 resource utilization</td><td>5.62%</td></tr>
<tr><td>Met3 usage in global routing</td><td>2.73%</td></tr>
<tr><td>Antenna violations before repair</td><td>0</td></tr>
<tr><td>Overall fraction of global-route tracks in use</td><td>3.58%</td></tr>
<tr><td>Overflow left after global routing</td><td>0</td></tr>
<tr><td>Number of global-route vias before repair</td><td>442</td></tr>
<tr><td>First-pass GRT wire length</td><td>1830 microns</td></tr>
<tr><td>Most used routing layer</td><td>met2</td></tr>
<tr><td>Global routing usage on met1</td><td>4.04%</td></tr>
<tr><th colspan="2">Final timing</th></tr>
<tr><td>Number of setup violations in the final report</td><td>0</td></tr>
<tr><td>Fraction of the cycle the final worst path needs</td><td>97.0%</td></tr>
<tr><td>Count of final hold-check violations</td><td>0</td></tr>
<tr><td>Maximum clock frequency</td><td>644 MHz</td></tr>
<tr><td>Slew at the pin with the worst max-slew slack</td><td>0.409 ns</td></tr>
<tr><td>Max-slew violation count</td><td>0</td></tr>
<tr><td>Slew margin rel.</td><td>72.5%</td></tr>
<tr><td>Max Clock Skew</td><td>0.00679 ns</td></tr>
<tr><td>Tmin final</td><td>1.55 ns</td></tr>
<tr><th colspan="2">Setup path</th></tr>
<tr><td>Slowest cell on the critical path</td><td>sky130_fd_sc_hd__clkdlybuf4s50_1</td></tr>
<tr><td>Buffers &amp; Inverters on Critical Path</td><td>2</td></tr>
<tr><td>Endpoint arrival time on the critical path</td><td>1.23 ns</td></tr>
<tr><td>Maximum cell stage delay along the critical path</td><td>0.47 ns</td></tr>
<tr><td>Critical path required time</td><td>1.28 ns</td></tr>
<tr><td>Startpoint type of the worst setup path</td><td>flip-flop</td></tr>
<tr><td>Critical path class</td><td>flip-flop to output pin</td></tr>
<tr><td>Critical register-to-register path startpoint</td><td>timer[0]$_DFF_PP0_</td></tr>
<tr><td>Number of cell instances on the worst register-to-register path</td><td>4</td></tr>
<tr><td>Worst path cell trace</td><td>buf_4 -&gt; clkdlybuf4s50_1</td></tr>
<tr><td>Critical-path maximum fanout</td><td>4</td></tr>
<tr><td>Critical path's top delay family</td><td>buffers and inverters</td></tr>
<tr><td>Destination of the worst register-to-register timing path</td><td>current_state[1]$_DFF_PP0_</td></tr>
<tr><td>Reg2reg setup slack</td><td>0.11 ns</td></tr>
<tr><td>Critical Path Sink Type</td><td>output pin</td></tr>
<tr><th colspan="2">Placed design</th></tr>
<tr><td>Gpl congestion</td><td>0.814</td></tr>
<tr><td>Detailed placement HPWL</td><td>826 microns</td></tr>
<tr><td>Number of port buffers</td><td>9</td></tr>
<tr><td>Instance area at placement</td><td>703 sq um</td></tr>
<tr><th colspan="2">Clock network</th></tr>
<tr><td>Buffer levels on the longest clock path</td><td>2</td></tr>
<tr><td>Root Buffer</td><td>sky130_fd_sc_hd__clkbuf_4</td></tr>
<tr><td>Clock tree from TritonCTS</td><td>built</td></tr>
<tr><td>Clock buffer count from CTS</td><td>3</td></tr>
<tr><td>Clock latency on the worst-skew pair</td><td>0.27 ns</td></tr>
<tr><td>Clock Sinks</td><td>10</td></tr>
<tr><td>Total number of H-tree levels</td><td>1</td></tr>
<tr><td>Clock slew at the register clock pins of the worst setup and hold paths</td><td>0.07 ns</td></tr>
<tr><th colspan="2">Route</th></tr>
<tr><td>1st-pass router iterations</td><td>4</td></tr>
<tr><td>Average vias per placed instance</td><td>3.97</td></tr>
<tr><td>Remaining number of nets flagged by the antenna check after routing</td><td>0</td></tr>
<tr><td>DR vias</td><td>476</td></tr>
<tr><td>Number of antenna diodes</td><td>0</td></tr>
<tr><td>Count of unresolved DRC violations after routing</td><td>0</td></tr>
<tr><td>Routed wire length per instance</td><td>9.77 microns</td></tr>
<tr><td>Initial drt markers</td><td>39</td></tr>
<tr><td>Total wire length after detailed routing</td><td>1170 microns</td></tr>
<tr><th colspan="2">Floorplanning</th></tr>
<tr><td>Initial core utilization</td><td>16.0%</td></tr>
<tr><td>Number of placed I/O pins</td><td>10</td></tr>
<tr><td>Die boundary width</td><td>80 microns</td></tr>
<tr><td>Row count</td><td>21</td></tr>
<tr><td>Total die size</td><td>0.00640 sq mm</td></tr>
<tr><td>Die Y</td><td>80 microns</td></tr>
<tr><td>Standard cell core area</td><td>0.00342 sq mm</td></tr>
<tr><th colspan="2">Job</th></tr>
<tr><td>Number of warning messages in the logs</td><td>26</td></tr>
<tr><td>Count of maximum capacitance violations</td><td>0</td></tr>
<tr><th colspan="2">Yosys</th></tr>
<tr><td>Cells after synthesis</td><td>54</td></tr>
<tr><td>Post-synth cell types</td><td>21</td></tr>
<tr><td>Sequential area share after synthesis</td><td>47.7%</td></tr>
<tr><td>Mapped Avg Cell Area</td><td>10.1 sq um</td></tr>
<tr><td>Total cells reported by yosys after synthesis</td><td>54</td></tr>
<tr><td>Count of state elements after synthesis</td><td>10</td></tr>
<tr><td>Yosys stat chip area</td><td>548 sq um</td></tr>
<tr><td>Number of warnings reported in the yosys synthesis log</td><td>1</td></tr>
<tr><td>Post-synth design cell area</td><td>548 sq um</td></tr>
<tr><th colspan="2">Power</th></tr>
<tr><td>Worst voltage drop across the vdd grid</td><td>0.000665 V</td></tr>
<tr><td>Leakage power total</td><td>0.440 nW</td></tr>
<tr><td>Pwr Total</td><td>1.08 mW</td></tr>
<tr><td>Power density relative to cell area</td><td>1270 mW/mm^2</td></tr>
<tr><th colspan="2">Cells and area</th></tr>
<tr><td>Commonest cells after routing, fill and taps aside</td><td>sky130_fd_sc_hd__buf_4 (9), sky130_fd_sc_hd__nor2_1 (7), sky130_fd_sc_hd__dfrtp_1 (7)</td></tr>
<tr><td>Most used logic cell in the final layout</td><td>sky130_fd_sc_hd__buf_4</td></tr>
<tr><td>Layout cell share with drive strength beyond 1</td><td>32.4%</td></tr>
<tr><td>Area growth syn-to-layout</td><td>55.0%</td></tr>
<tr><td>Post-route cell area</td><td>850 sq um</td></tr>
<tr><th colspan="2">Outcome</th></tr>
<tr><td>Outcome</td><td>finished clean</td></tr>
<tr><th colspan="2">Min path</th></tr>
<tr><td>Worst hold path class</td><td>input pin to async pin</td></tr>
</table>
cell usage after synthesis:
library cell,count,area share (%)
sky130_fd_sc_hd__nand3_1,3,2.7
sky130_fd_sc_hd__dfrtp_1,7,32
sky130_fd_sc_hd__a22o_1,4,6.4
sky130_fd_sc_hd__inv_1,6,4.1
sky130_fd_sc_hd__mux2i_1,1,1.8
sky130_fd_sc_hd__o211ai_1,1,1.4
sky130_fd_sc_hd__xor2_1,1,1.6
sky130_fd_sc_hd__clkbuf_1,4,2.7
sky130_fd_sc_hd__dfstp_2,1,4.8
sky130_fd_sc_hd__and3_1,1,1.1
sky130_fd_sc_hd__edfxtp_1,2,11
sky130_fd_sc_hd__nand4_1,1,1.1
sky130_fd_sc_hd__ha_1,6,14
sky130_fd_sc_hd__a31oi_1,1,1.1
sky130_fd_sc_hd__a21oi_1,1,0.91
sky130_fd_sc_hd__nor2b_1,1,1.1
sky130_fd_sc_hd__or4_4,1,2.1
sky130_fd_sc_hd__xnor2_1,1,1.6
sky130_fd_sc_hd__nor4_1,2,2.3
sky130_fd_sc_hd__nor2_1,8,5.5
sky130_fd_sc_hd__nor3_1,1,0.91
flip-flops by register name (all words and copies together), names as in the netlist:
signal and count:
current_state 4, timer 4, green_duration 2
layout make-up:
cell class	instances	area, sq um
tap	46	57.6
inverter	6	22.5
multi-input combinational	34	287
fill	362	2570
clock buffer	4	36.3
sequential	10	262
timing repair buffer	20	185
per-stage QoR:
stage	utilization (%)	setup WS, ns	hold WS, ns	cells	setup TNS [ns]
after floorplan	-	0.0444	0.135	54	0
after detailed placement	20.6	-0.000116	0.476	108	-0.000116
after global placement	20.6	0.0465	0.475	108	0
after global routing	24.9	-0.0447	0.362	120	-0.138
final	24.9	0.0482	0.322	120	0
after CTS	22.7	0.00779	0.340	116	0
report_power, final:
part | leakage, nW | switching (mW) | internal, mW | total, mW
combinational | 0.298 | 0.232 | 0.253 | 0.485
clock | 0.0210 | 0.0865 | 0.138 | 0.225
sequential | 0.121 | 0.0570 | 0.311 | 0.369
worst max-delay path by stage:
| stage | slack (ns) | from | to | depth (start not counted) |
|---|---|---|---|---|
| 6_report | 0.05 | current_state[2]$_DFF_PP0_ | ns_light[1] | 2 |
| 5_1_grt | -0.04 | green_duration[1]$_DFFE_PP_ | timer[1]$_DFF_PP0_ | 7 |
| 4_1_cts | 0.008 | current_state[1]$_DFF_PP0_ | ns_light[2] | 3 |
metal layers:
layer | up-vias | wire length (microns)
li1 | 230 | -
met1 | 223 | 531
met2 | 19 | 497
met3 | 4 | 127
met4 | 0 | 17
met5 | - | 0
repair_timing:
| action | in CTS | in global routing |
|---|---|---|
| hold buffers | 0 | 0 |
| pin swaps | 2 | 7 |
| setup endpoints to repair | 6 | 11 |
| setup buffers | 4 | 4 |
| resized | 4 | 11 |
kinds of logic (layout without fill, tap and decap cells):
kind of cell | after synthesis | count (layout) | share of synthesized area [%]
compound gates | 7 | 7 | 9.82
xor+xnor | 2 | 2 | 3.20
fa+ha+maj | 6 | 6 | 13.7
buf+inv | 10 | 30 | 6.85
flops | 10 | 10 | 47.7
mux | 1 | 1 | 1.83
simple gates | 18 | 18 | 16.9
Power and IR drop assume default switching activity.
